<file path="flow/config.mk">
export PLATFORM = sky130hd
export DESIGN_NAME = ReadFlashController
export DESIGN_NICKNAME = ReadFlashController
export VERILOG_FILES = /design/flow/design.v
export SDC_FILE = /design/flow/constraint.sdc
export NUM_CORES = 4
export LEC_CHECK = 1
export CORE_UTILIZATION = 40
</file>
<file path="flow/constraint.sdc">
current_design ReadFlashController

set clk_period 8.5
set clk_io_pct 0.2

create_clock -name clk0 -period $clk_period [get_ports {clk}]

set non_clock_inputs [all_inputs -no_clocks]
set_input_delay [expr $clk_period * $clk_io_pct] -clock clk0 $non_clock_inputs
set_output_delay [expr $clk_period * $clk_io_pct] -clock clk0 [all_outputs]
</file>
<file path="flow/design.v">
module ReadFlashController(clk,
    flash_mem_write,
    flash_mem_burstcount,
    flash_mem_waitrequest,
    flash_mem_read,
    flash_mem_address,
    flash_mem_writedata,
    flash_mem_readdata,
    flash_mem_readdatavalid,
    flash_mem_byteenable,
    MEM_ADDR,
    DATA,
    RST,
    read,
    busy,
    error
);
parameter IDLE = 8'b0000_0000;
parameter SEND_READ_REQUEST_0 = 8'b0001_0000;
parameter SEND_READ_REQUEST_1 = 8'b0001_0001;
parameter WAIT_VALID_READ_0 = 8'b0010_0000;
parameter VALID_READ_SAVE = 8'b0011_0000;
parameter WAIT_READ_0 = 8'b0100_0000;
output       flash_mem_read;
input      flash_mem_waitrequest, flash_mem_readdatavalid, clk;
output    [22:0]  flash_mem_address;
input    [31:0]  flash_mem_readdata;
input flash_mem_write;
input [6:0] flash_mem_burstcount;
input [31:0] flash_mem_writedata;
input [3:0] flash_mem_byteenable;
input [22:0] MEM_ADDR;
input RST, read;
output busy;
output [31:0] DATA;
output error;
logic flash_mem_waitrequest, flash_mem_read, flash_mem_readdatavalid, flash_mem_write, RST, clk, read;
wire [31:0]  flash_mem_readdata, flash_mem_writedata;
logic [31:0]  DATA=32'h0;
logic  [22:0]  flash_mem_address, MEM_ADDR;
logic [6:0] flash_mem_burstcount;
logic [3:0] flash_mem_byteenable;
logic [7:0] state_code=IDLE;
logic busy=0;
logic error=0;
logic [15:0] extra_wait_counter=0;
always_ff @(posedge clk or posedge RST ) begin 
    if(RST) begin 
        error <= 0;
        busy <= 0;
        flash_mem_read <= 0;
        extra_wait_counter <=0;
        state_code = IDLE;  
    end
    else begin
        case(state_code)
        IDLE:
            if (!error) begin
                if(read) begin
                    state_code <= SEND_READ_REQUEST_0;
                    busy <= 1;  
                end
                else begin
                    busy <= 0;  
                end
            end
        SEND_READ_REQUEST_0:
            if(!flash_mem_waitrequest) begin
                flash_mem_read <= 1;
                flash_mem_address <= MEM_ADDR;
                DATA <= 32'h0;  
                state_code <= SEND_READ_REQUEST_1;
            end
        SEND_READ_REQUEST_1: begin
            flash_mem_read <= 0;
            state_code <= VALID_READ_SAVE;
        end
        VALID_READ_SAVE: begin
            if (flash_mem_readdatavalid) begin
                DATA <= flash_mem_readdata;  
                state_code <= WAIT_READ_0;
            end
            else begin
                if (extra_wait_counter > 16'd200) begin
                    extra_wait_counter <= 0;
                    error <= 1;  
                    state_code <= IDLE;
                end
                else begin
                    extra_wait_counter <= extra_wait_counter + 1;
                end
            end
        end
        WAIT_READ_0: begin
            if(!read) begin
                state_code <= IDLE;
                extra_wait_counter <=0;
                busy <= 0;  
            end
        end
        default: state_code <=IDLE;
        endcase
    end          
end
endmodule
</file>
<file path="flow/run.sh">
#!/bin/bash
# OpenROAD 26Q1-2900-gdf79404cd8, Yosys 0.63+post, stock flow scripts
make -C /OpenROAD-flow-scripts/flow DESIGN_CONFIG=/design/flow/config.mk WORK_HOME=/design/flow/orfs finish
</file>
==> impl_metrics.yaml <==
# generated from flow reports
run_status:
  run_status: "complete, no violations"
critical_path:
  crit_chain: "clkdlybuf4s50_1, or4b_1, a21oi_2, a22oi_1"
  critical_path.startpoint_type: "primary input"
  crit_type: "in2reg"
  critPathSlowestCell: "a21oi_2"
  critical_path_fanout_max: 17
  setup.worst_path.end_class: "flop"
  critical_path.max_stage_delay_ns: 0.71
  cp_data_arrival_time_ns: 3.79
  worstPathRequired_ns: 8.68
timing:
  max_freq_mhz: 277
  share_of_the_clock_period_used_by_the_worst_path_after_layout_pct: 42.5
  layout_min_cycle_time_ns: 3.61
  final.setup_skew_ns: 0.00724
  timing.final.max_slew_violations: 0
  max_slew.worst_pin.slew_ns: 0.798
  final-hold-violation-count: 0
  setup_viol: 0
  postLayoutSetupSlackWorst_ns: 4.89
  max_slew_margin_pct: 46.8
  grt_setup_unrepaired: "no"
  final.setup.tns_ns: 0
logic_synthesis:
  synth-warning-count: 1
  asyncSetResetFlopFracSynth_pct: 29.5
  syn_inst: 227
  top_logic_kind: "simple AND/OR/NAND/NOR gates"
  synth_stat.cells: 227
  postSynth.topFlopCell: "edfxtp_1"
  postSynthSeqShare_pct: 69.6
  syn-mean-instance-area_um2: 14.1
  muxShareOfSynthArea_pct: 0
  edf_count: 55
  synth_simple_gate_area_share_pct: 14.3
  syn-cell-area_um2: 3200
  fa_ha_area_share_pct: 0.782
  synth.ff_latch_count: 78
  synth-compound-area-share_pct: 11.6
  post_synth_num_cell_types: 50
  synth.cellmix.xorXnorShare_pct: 1.09
  synth_chip_area_um2: 3200
clock_tree:
  htree_num_levels: 3
  cts_max_path_buffers: 2
  cts-hold-fix-buffers: 0
  clk_root_buffer_cell: "clkbuf_8"
  clock_pin_slew_on_the_worst_setup_and_hold_paths_ns: 0.08
  cts_sinks: 78
  clk-insertion-delay-late_ns: 0.34
  post-cts-setup-buffer-count: 0
  cts_tree: "built"
  post_cts_resized: 0
  cts_buffers: 9
routing:
  insertedDiodeCount: 0
  initial_drc_count: 69
  num_vias: 2205
  average_vias_per_placed_instance: 4.85
  postRouteWirelength_um: 6740
  drtAntennaViolNets: 0
  drc: 0
  drt_pass1_iterations: 4
  wire_per_inst_um: 14.8
grt:
  grt.total_usage_pct: 17.4
  grt_pass1_wl_um: 10700
  grt_start_max_net_pins: 33
  grt_antenna_before_repair: 0
  gr-total-overflow: 0
  number_of_global_route_vias_before_repair: 2019
job:
  tool_warnings: 70
  cap_viol_max_count: 0
layout:
  seqCellArea_um2: 2230
  synthToLayoutAreaGrowth_pct: 46.7
  multiInputGateArea_um2: 911
  final_common_cell: "clkdlybuf4s50_1"
  layout-drive-gt1-share_pct: 8.50
  most-common-layout-cells: "clkdlybuf4s50_1, edfxtp_1, and2_1"
  fillCellCount: 605
placed_design:
  dpl_worst_slack_ns: 4.52
  port-buffer-count: 117
  gp_congestion: 0.845
  post-dp-hpwl_um: 4580
die:
  pin_count: 162
  std_cell_rows: 32
  die_width_um: 91.5
  die_height_um: 91.5
  chip_area_um2: 8360
  design.core.area_um2: 7730
  fp-utilization_pct: 41.4
power_and_ir_drop:
  worst_ir_drop_vdd_mv: 0.107
  power_leakage_nw: 1.70
  p_per_area_nw_per_um2: 241
hold_path:
  min_path_type: "reg2reg"
## cell families after synthesis
| logic type | after synthesis |
|---|---|
| AND-OR/OR-AND | 49 |
| XOR/XNOR | 4 |
| adder cells (fa/ha/maj) | 2 |
| buffers and inverters | 19 |
| flip-flops | 78 |
| AND/OR/NAND/NOR | 75 |
## final cells by class
class                           instances  share of cell area, %
Clock buffer                           10                   2.93
Tap cell                              102                   2.72
Sequential cell                        78                   47.4
Timing Repair Buffer                  121                   25.6
Clock inverter                          6                   1.31
Inverter                                8                  0.639
Multi-Input combinational cell        130                   19.4
## critical path, delay by kind of cell
kind                   cells  cell delay (ns)
AND-OR/OR-AND              2             0.90
buffers and inverters      1             0.49
AND/OR/NAND/NOR            1             0.69
## Yosys cell counts (all sizes together) (2+ instances only)
master | number | area share (%)
dfrtp | 23 | 18
a211oi | 4 | 1.1
and2 | 33 | 6.5
nor2 | 5 | 0.59
or4 | 2 | 0.47
a21oi | 14 | 2.3
edfxtp | 55 | 52
nor4 | 2 | 0.39
a41oi | 2 | 0.55
nand3 | 5 | 0.78
buf | 3 | 0.74
xnor2 | 4 | 1.1
nor2b | 4 | 0.78
nand2b | 2 | 0.39
a22oi | 5 | 1.3
inv | 8 | 0.94
o21ai | 7 | 1.1
clkbuf | 8 | 0.94
a21o | 2 | 0.47
nand2 | 7 | 0.82
nor3 | 3 | 0.47
nand3b | 2 | 0.47
a2111oi | 2 | 1.3
nand4 | 2 | 0.39
a31oi | 3 | 0.59
ha | 2 | 0.78
## final timing paths
path                                                endpoint  slack (ns)  depth (start not counted)                  startpoint
max                        extra_wait_counter[6]$_DFFE_PP0P_        4.89                          4                        read
min                               flash_mem_read$_DFFE_PP0P_        0.52                          1  flash_mem_read$_DFFE_PP0P_
min in group asynchronous                   busy$_DFFE_PP0P_        1.77                          3                         RST
max reg2reg                extra_wait_counter[6]$_DFFE_PP0P_        6.16                          3   state_code[5]$_DFFE_PP0P_
min reg2reg                       flash_mem_read$_DFFE_PP0P_        0.52                          1  flash_mem_read$_DFFE_PP0P_
max in group asynchronous                  error$_DFFE_PP0P_        6.48                          3                         RST
## per-layer routing
layer | global-route usage (%) | wire (um)
met1 | 30.7 | 3170
met2 | 24.6 | 3080
met3 | 4.34 | 420
met4 | 1.98 | 63
met5 | 0 | 0
## stage by stage
step / total power, mW / hold WS (ns) / util, % / cells / cell area (um2)
2_1_floorplan: 0.696 / 0.446 / - / 227 / 3200
3_3_place_gp: 0.867 / 0.497 / 58.2 / 439 / 4500
3_5_place_dp: 0.871 / 0.503 / 58.2 / 439 / 4500
4_1_cts: 1.15 / 0.521 / 60.8 / 455 / 4700
5_1_grt: 1.20 / 0.544 / 60.8 / 455 / 4700
6_report: 1.13 / 0.519 / 60.8 / 455 / 4700
## registers in the layout (all words and copies together), names as in the netlist
register            flops
flash_mem_address      23
busy                    1
error                   1
state_code              4
flash_mem_read          1
DATA                   32
extra_wait_counter     16
## where the power goes
| group | switching, mW | leakage, nW | internal [mW] |
|---|---|---|---|
| registers | 0.0573 | 0.814 | 0.500 |
| clock network | 0.132 | 0.102 | 0.143 |
| logic | 0.129 | 0.787 | 0.173 |
| total | 0.319 | 1.70 | 0.815 |
Power and IR drop assume default switching activity.
